**/design/flow/config.mk**
```make
export PLATFORM = sky130hd
export DESIGN_NAME = UART_TX
export DESIGN_NICKNAME = UART_TX
export VERILOG_FILES = /design/flow/design.v
export SDC_FILE = /design/flow/constraint.sdc
export NUM_CORES = 4
export LEC_CHECK = 1
export CORE_UTILIZATION = 30
```
**/design/flow/constraint.sdc**
```tcl
current_design UART_TX

set clk_period 6.4
set clk_io_pct 0.2

create_clock -name clk0 -period $clk_period [get_ports {clk}]

set non_clock_inputs [all_inputs -no_clocks]
set_input_delay [expr $clk_period * $clk_io_pct] -clock clk0 $non_clock_inputs
set_output_delay [expr $clk_period * $clk_io_pct] -clock clk0 [all_outputs]
```
**/design/flow/design.v**
```verilog
module UART_TX #(parameter CLOCKS_PER_PULSE=4, W_OUT = 16,BITS_PER_WORD = 8)(
                input logic clk,rstn,s_valid,
                input logic [W_OUT/BITS_PER_WORD-1:0][BITS_PER_WORD-1:0] s_data,
                output logic tx, s_ready);
                localparam NUM_OF_WORDS = W_OUT/BITS_PER_WORD;
                logic [W_OUT/BITS_PER_WORD-1:0][BITS_PER_WORD + 5-1:0] temp_data_packets;
                logic [NUM_OF_WORDS*(BITS_PER_WORD+5)     -1:0] m_packets;
                genvar i;
                for ( i=0; i<NUM_OF_WORDS ; i= i+ 1)begin
                     assign temp_data_packets[i] = { 1'b1,1'b1,1'b1,1'b1, s_data[i], 1'b0};
                end
                assign tx = m_packets[0];
                logic [$clog2(NUM_OF_WORDS*(BITS_PER_WORD + 5))-1:0] c_pulses;
                logic [$clog2(CLOCKS_PER_PULSE)     -1:0] c_clocks;
                enum {IDLE, SEND} state;
                always_ff @(posedge clk or negedge rstn) begin
                    if (!rstn) begin
                      state     <= IDLE;
                      m_packets <= '1;
                      {c_pulses, c_clocks} <= 0;
                    end else
                      case (state)
                        IDLE :  if (s_valid) begin                  
                                  state      <= SEND;
                                  m_packets  <= temp_data_packets;
                                end
                        SEND :  if (c_clocks == CLOCKS_PER_PULSE-1) begin
                                  c_clocks <= 0;
                                  if (c_pulses == NUM_OF_WORDS*(BITS_PER_WORD + 5)-1) begin
                                    c_pulses  <= 0;
                                    m_packets <= '1;
                                    state     <= IDLE;
                                  end else begin
                                    c_pulses <= c_pulses + 1;
                                    m_packets <= (m_packets >> 1);
                                  end
                                end else c_clocks <= c_clocks + 1;
                      endcase
                  end
                  assign s_ready = (state == IDLE);
endmodule
```
**/design/flow/run.sh**
```bash
#!/bin/bash
# OpenROAD 26Q1-2900-gdf79404cd8, Yosys 0.63+post, stock flow scripts
make -C /OpenROAD-flow-scripts/flow DESIGN_CONFIG=/design/flow/config.mk WORK_HOME=/design/flow/orfs finish
```
==> results_slide.txt <==
Flow Results at a Glance

Logic synthesis
  • Top cells by count: o21ai_0 (32), dfstp_2 (27), o21ai_1 (18)
  • Max-area cell share: between 40% and 50%
  • Ys Warns: 1
  • Synth flops: 35
  • Unique cell type count in the Yosys netlist: 32
  • Mean Syn Cell Area: between 10 and 15 um2
  • Post-synth top flop: dfstp_2
  • Post-synth EDFFs: 0
  • Seq share, synth: 51.3%
  • Post-synth top area cell: dfstp_2
  • Synth async-reset ratio: 100%
  • Most frequent cell after synthesis: o21ai_0
  • Yosys cell count: about 180
  • Main area contributors after synthesis: dfstp_2 (40%), dfrtp_1 (11%), o21ai_0 (9.0%), nand2b_1 (6.0%), o22ai_1 (5.6%)
  • YS chip area: between 0.0015 and 0.002 mm2
  • Mapped Cells: 177
  • Mapped cell area: 0.00177 mm2

Final timing
  • Relative slew slack: roughly 70%
  • TNS Setup: 0 ns
  • RSZ-0062 raised after global routing: false
  • Worst Tran Pin Value: between 0.4 and 0.5 ns
  • Final Slew Violations: 0
  • Final Cycle Share: around 44%
  • Min Tclk post-route: roughly 2.8 ns
  • # setup viols final: 0
  • Skew final: between 0.01 and 0.015 ns
  • F_max: around 360 MHz
  • Fin. Hold Viols: 0
  • Setup slack after layout: 3.58 ns

Layout
  • Layout area overhead: 19.8%
  • Gate Area: about 760 um2
  • Layout cells sized above 1: between 20% and 30%
  • Fill count: a little under 600
  • Register Area: ~900 um2

Floorplan
  • Row cnt: 27
  • # IOs: 21
  • Core area: between 0.005 and 0.006 mm2
  • Die Area: ~0.0062 mm2
  • Die y size: 78.9 um
  • Die Wd: 78.9 um
  • FP Util: 31.6%

Clocking
  • Post-cts sizing count: 0
  • Num CTS Buffers: 5
  • Clock Path Buffers: 2
  • Clock Sink Count: 35
  • CTS Hold Buffers Added: 0
  • Worst skew pair latency: a little under 0.3 ns
  • CTS root buffer: clkbuf_8
  • Setup bufs post-CTS: 0
  • H-tree depth: 2
  • Clock transition at path regs: roughly 0.080 ns
  • CTS tree: built

Power
  • Max VDD drop: between 0.15 and 0.2 mV
  • Leak Pwr: just over 0.8 nW
  • Cell Pwr Density: approximately 420 mW/mm2

Routing
  • Vias per Instance: around 5.0
  • TritonRoute pass-1 iters: 4
  • Final WL: between 3000 and 4000 um
  • Antenna Nets Post-Route: 0
  • Via Count: about 1.3k
  • 1st-iter DRT viols: 128
  • DRC Markers: 0
  • Ant diodes: 0
  • Routed len/inst: around 13 um

Critical path
  • Reg-to-Reg Start: state[1]$_DFF_PN0_
  • Largest fanout on the critical path: 24
  • CP startpoint: s_valid
  • Reg2Reg Capture Point: m_packets[25]$_DFFE_PN1P_
  • Critical Path RT: approximately 6.6 ns
  • Critical Path Sink Type: flip-flop
  • CP Class: input pin to flip-flop
  • Critical Path Source Type: input pin
  • R2R setup slack: roughly 4.2 ns
  • Worst Setup EP: m_packets[25]$_DFFE_PN1P_
  • Crit path DAT: between 3 and 4 ns
  • R2r worst-path depth: 6

Global route
  • Initial antenna violation count: 0
  • First-pass GRT wire length: 6090 um
  • Largest net degree at the start of global routing: 48
  • GRT Overall Usage: between 10% and 20%
  • Vias in the first global route: around 1.3k
  • Grt total ovfl: 0

Flow run
  • Log Warnings: 26
  • # Max-Cap Violations: 0

Placement
  • Post-detail-place hpwl: between 2000 and 2500 um
  • Number of port buffers: 20
  • Pre-CTS setup slack: around 3.3 ns
  • Routability-driven placement congestion ratio: ~0.78

Hold path
  • Hold crit path type: flip-flop to flip-flop

Outcome
  • Outcome: complete, no violations
stage by stage:
step                      utilization [%]  hold WS (ns)  total power, mW  cell area [um2]  std cells
after global routing                 37.9         0.511            0.976             2120        268
final                                37.9         0.484            0.897             2120        268
after detailed placement             35.9         0.473            0.717             2020        260
after global placement               35.9         0.471            0.713             2020        260
after CTS                            37.9         0.486            0.907             2120        268
after floorplan                         -         0.453            0.651             1770        177
critical path, stage by stage:
cell and delay, ns:
clkdlybuf4s50_1 0.44, nor2b_1 0.12, buf_4 0.24, or2_1 0.34, buf_4 0.29, mux2_4 0.31
cell families (layout without fill, tap and decap cells):
| group | after synthesis | count (layout) | synth area share (%) |
|---|---|---|---|
| compound gates | 74 | 74 | 23.5 |
| simple gates | 44 | 44 | 14.7 |
| flops | 35 | 35 | 51.3 |
| buf+inv | 17 | 36 | 5.64 |
| mux | 4 | 4 | 2.68 |
| fa+ha+maj | 3 | 3 | 2.12 |
area by class of cell:
class	instances	share of cell area, %
Multi-Input combinational cell	125	35.9
Inverter	2	0.354
Clock buffer	6	4.42
Tap cell	72	4.24
Clock inverter	2	0.648
Sequential cell	35	42.8
Timing Repair Buffer	26	11.5
worst min-delay path by stage:
stage                       startpoint                       end  slack (ns)  cells after the start
finish        m_packets[4]$_DFFE_PN1P_  m_packets[4]$_DFFE_PN1P_        0.48                      2
global route  m_packets[0]$_DFFE_PN1P_  m_packets[0]$_DFFE_PN1P_        0.51                      1
CTS           m_packets[4]$_DFFE_PN1P_  m_packets[4]$_DFFE_PN1P_        0.49                      2
per-layer routing:
metal | track usage [%] | vias to the layer above | routed length (um) | share of wire, %
li1 | - | 672 | - | -
met1 | 18.3 | 645 | 1750 | 49
met2 | 20.0 | 29 | 1630 | 46
met3 | 3.27 | 2 | 186 | 5.2
met4 | 1.27 | 0 | 18 | 0.50
met5 | 0 | - | 0 | 0
report_power, final:
| group | leakage (nW) | internal [mW] | total, mW | switching, mW |
|---|---|---|---|---|
| Sequential | 0.381 | 0.372 | 0.425 | 0.0534 |
| Clock | 0.0563 | 0.100 | 0.185 | 0.0843 |
| Combinational | 0.376 | 0.142 | 0.287 | 0.145 |
| Total | 0.813 | 0.615 | 0.897 | 0.283 |
layout by cell type, fill, tap and decap left out, drive strengths merged, types with 3 or more instances in the layout:
cell / n
clkdlybuf4s50: 20
o22ai: 16
dfstp: 27
buf: 6
dfrtp: 8
mux2: 3
nand2: 6
ha: 3
nand3: 3
o21ai: 50
nor3b: 7
nor2: 3
clkbuf: 6
nand2b: 17
registers in the layout (all words and copies together), names as in the netlist:
signal and flops:
c_clocks 2, c_pulses 5, m_packets 26, state 2
Power and IR drop assume default switching activity.
