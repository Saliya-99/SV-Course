===== run.sh =====
#!/bin/bash
# OpenROAD 26Q1-2900-gdf79404cd8, Yosys 0.63+post, stock flow scripts
make -C /OpenROAD-flow-scripts/flow DESIGN_CONFIG=/design/flow/config.mk WORK_HOME=/design/flow/orfs finish

===== config.mk =====
export PLATFORM = sky130hd
export DESIGN_NAME = SSD
export DESIGN_NICKNAME = SSD
export VERILOG_FILES = /design/flow/design.v
export SDC_FILE = /design/flow/constraint.sdc
export NUM_CORES = 4
export LEC_CHECK = 1
export CORE_AREA = 10 10 70 70
export DIE_AREA = 0 0 80 80

===== constraint.sdc =====
current_design SSD

set clk_period 2.4
set clk_io_pct 0.2

create_clock -name clk0 -period $clk_period

set non_clock_inputs [all_inputs -no_clocks]
set_input_delay [expr $clk_period * $clk_io_pct] -clock clk0 $non_clock_inputs
set_output_delay [expr $clk_period * $clk_io_pct] -clock clk0 [all_outputs]

===== design.v =====
module SSD(
	input [1:0][6:0] m_data,
	output		     [6:0]		HEX0,
	output		     [6:0]		HEX1
);
wire [6:0] out_ssd;
wire [6:0] out_ssd1;
SevenSeg s0(m_data[0],out_ssd);
SevenSeg s1(m_data[1],out_ssd1);
assign HEX0 = out_ssd;
assign HEX1 = out_ssd1;
endmodule
module SevenSeg (in_bcd, out_ssd);
	input [6:0] in_bcd;                          
	output [6:0] out_ssd;                        
	reg [6:0] out_ssd;
	always @(in_bcd) begin
		case (in_bcd)
		0:out_ssd=7'b1000000;
		1:out_ssd=7'b1111001;
		2:out_ssd=7'b0100100;
		3:out_ssd=7'b0110000;
		4:out_ssd=7'b0011001;
		5:out_ssd=7'b0010010;
		6:out_ssd=7'b0000010;
		7:out_ssd=7'b1111000;
		8:out_ssd=7'b0000000;
		9:out_ssd=7'b0010000;
		10:out_ssd=7'b0001000;
		11:out_ssd=7'b0000011;
		12:out_ssd=7'b1000110;
		13:out_ssd=7'b0100001;
		14:out_ssd=7'b0000110;
		15:out_ssd=7'b0001110;
			default out_ssd = 7'b1111111;           
		endcase
	end
endmodule

==> impl_metrics.toml <==
# physical design summary
[floorplan]
core_region_area_sq_mm = 0.00342
num_rows = 21
die-width_um = 80
die_h_um = 80
io_pins = 28
effective_utilization_at_floorplan_pct = 18.6
chipArea_sq_mm = 0.00640

[grt]
grt_overflow = 0
grt_pass1_wl_mm = 3.11
global_route.usage.total_pct = 5.61
first_global_vias = 686
grt_antenna_before_repair = 0
grt_max_degree = 14

[outcome]
status = "complete, no violations"

[detailed_routing]
antenna_diode_count = 0
average_wire_per_standard_cell_um = 11.4
wl_mm = 1.89
route.detailed.drc = 0
remaining_number_of_nets_flagged_by_the_antenna_check_after_routing = 0
drt_first_iter_violations = 11
detailroute.via_count = 720
drt_pre_antenna_iters = 4
post_drt_via_cell_ratio = 4.34

[synthesis]
yosysWarningCount = 1
synth_area_per_cell_sq_um = 8.13
post_synth_instance_area_sq_um = 634
yosysTopAreaCell = "sky130_fd_sc_hd__ha_1"
postSynthCellCount = 78
synth_largest_type_area_fraction_pct = 27.6
synth.most_common_cell = "sky130_fd_sc_hd__ha_1"
synth-cells-yosys = 78
share_of_the_yosys_chip_area_belonging_to_registers_pct = 0
ys_types = 26
ys_top_cells_by_count = "sky130_fd_sc_hd__ha_1, sky130_fd_sc_hd__nand2_1, sky130_fd_sc_hd__inv_1, sky130_fd_sc_hd__o211ai_1"
netlist_top_cells_area = "sky130_fd_sc_hd__ha_1, sky130_fd_sc_hd__mux2_4, sky130_fd_sc_hd__mux2i_1"
ys_area_sq_um = 634

[final_layout]
final_cell_area_sq_mm = 0.00116
tally_of_filler_cells_in_the_layout = 347
synthToLayoutAreaGrowth_pct = 83.2
seq_cells = 0
post_route_cells_drive_above_1_share_pct = 37.5
clock_buffers = 0
seqCellArea_sq_um = 0
comb_area_sq_um = 653

[timing]
slew-limit-headroom_pct = 82.1
drv_slew = 0
final.min_clock_period_ns = 2.32
hold-worst-slack_ns = 1.55
layout_worst_path_cycle_share_pct = 96.5
timing.fmax_ghz = 0.432
tightest_pin_transition_ns = 0.265
timing_hold_violations_final = 0
report.final.setup_viol = 0

[place]
portbufs = 28
postPlaceCellArea_sq_mm = 0.00105
dp_hpwl_mm = 1.46
gp_routability_congestion = 0.838

[worst_hold_path]
timing.hold.worst_endpoint = "HEX0[6]"
min-delay-start = "m_data[1]"
min-delay-path-class = "in2out"
hold-path-cell-count = 4

[flow_run]
drv.max_cap_violation_count = 0
log.warning_count = 44

[setup_path]
worst_ep_required_time_ns = 1.92
worstPathMaxFanout = 5
cp-start-kind = "input port"
critPathCaptureType = "output port"
critical_path_class = "in2out"
critPathArrivalTime_ns = 1.84

[power_and_ir_drop]
ir_worst_vdd_v = 0.0000560
power_density_mw_per_mm2 = 133
power_leakage_nw = 0.475

[clock_tree]
cts_hold_buffers = 0
## routing by layer
| metal | share of wire, % | wire, um | up-vias | global-route usage (%) |
|---|---|---|---|---|
| li1 | - | - | 375 | - |
| met1 | 53 | 996 | 318 | 8.04 |
| met2 | 34 | 646 | 27 | 7.70 |
| met3 | 13 | 246 | 0 | 2.84 |
| met4 | 0 | 0 | 0 | 0 |
| met5 | 0 | 0 | - | 0 |
## cell usage in the layout (no fill, tap or decap), types with 3 or more instances in the layout
master | synthesis | final
sky130_fd_sc_hd__buf_4 | 1 | 15
sky130_fd_sc_hd__buf_6 | 3 | 4
sky130_fd_sc_hd__clkdlybuf4s50_1 | 0 | 15
sky130_fd_sc_hd__dlygate4sd2_1 | 0 | 8
sky130_fd_sc_hd__dlymetal6s2s_1 | 0 | 3
sky130_fd_sc_hd__ha_1 | 14 | 8
sky130_fd_sc_hd__ha_4 | 0 | 4
sky130_fd_sc_hd__mux2_4 | 4 | 4
sky130_fd_sc_hd__mux2i_1 | 4 | 4
sky130_fd_sc_hd__nand2_1 | 8 | 8
sky130_fd_sc_hd__nand3_1 | 3 | 3
sky130_fd_sc_hd__nand3b_1 | 3 | 3
sky130_fd_sc_hd__nor2_1 | 3 | 3
sky130_fd_sc_hd__o211ai_1 | 5 | 5
sky130_fd_sc_hd__o21ai_1 | 3 | 4
sky130_fd_sc_hd__o311ai_1 | 3 | 3
## metrics by stage
| stage | utilization (%) | worst slack (ns) | setup TNS, ns | std cells | power [mW] |
|---|---|---|---|---|---|
| floorplan | - | 0.790 | 0 | 78 | 0.0679 |
| global placement | 30.7 | -0.295 | -2.79 | 163 | 0.138 |
| detailed placement | 30.7 | -0.307 | -2.81 | 163 | 0.139 |
| CTS | 31.7 | 0.00319 | 0 | 165 | 0.144 |
| global route | 34.0 | -0.00950 | -0.0186 | 166 | 0.171 |
| finish | 34.0 | 0.0836 | 0 | 166 | 0.154 |
## critical path, cell delays in order
cell                              delay (ns)
sky130_fd_sc_hd__clkdlybuf4s50_1        0.55
sky130_fd_sc_hd__nor3_2                 0.07
sky130_fd_sc_hd__buf_4                  0.15
sky130_fd_sc_hd__o211ai_1               0.09
sky130_fd_sc_hd__clkdlybuf4s50_1        0.50
## final cells by class
type               instances  share of cell area [%]
inverters                  5                    1.83
multi-input cells         67                    56.2
repair buffers            48                    37.0
well taps                 46                    4.95
## cells by family (layout without fill, tap and decap cells)
kind of cell / count (synthesis) / after routing / share of synthesized area [%]
compound gates: 21 / 21 / 23.9
mux: 9 / 9 / 17.6
buf+inv: 11 / 53 / 11.0
fa+ha+maj: 14 / 14 / 27.6
simple gates: 23 / 23 / 19.9
## worst max-delay path by stage
| stage | start | end | slack [ns] |
|---|---|---|---|
| 6_report | m_data[11] | HEX1[1] | 0.08 |
| 5_1_grt | m_data[2] | HEX0[1] | -0.009 |
| 4_1_cts | m_data[8] | HEX1[4] | 0.003 |
## power breakdown
group          internal, mW  leakage [nW]  switching [mW]
clock                     0             0               0
combinational        0.0877         0.475          0.0667
sequential                0             0               0
## what timing repair did
action | CTS | global route
gates resized | 24 | 19
setup buffers | 1 | 1
pin swaps | 1 | 1
endpoints found under the setup margin | 14 | 7
gates cloned | 1 | 0
No activity file was given, so power comes from the tool's default toggle rates.
