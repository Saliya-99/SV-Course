## ./constraint.sdc

```tcl
current_design UART_RX

set clk_period 1.9
set clk_io_pct 0.2

create_clock -name clk0 -period $clk_period [get_ports {clk}]

set non_clock_inputs [all_inputs -no_clocks]
set_input_delay [expr $clk_period * $clk_io_pct] -clock clk0 $non_clock_inputs
set_output_delay [expr $clk_period * $clk_io_pct] -clock clk0 [all_outputs]
```

## ./config.mk

```make
export PLATFORM = sky130hd
export DESIGN_NAME = UART_RX
export DESIGN_NICKNAME = UART_RX
export VERILOG_FILES = /design/flow/design.v
export SDC_FILE = /design/flow/constraint.sdc
export NUM_CORES = 4
export LEC_CHECK = 1
export CORE_AREA = 10 10 88 88
export DIE_AREA = 0 0 98 98
```

## ./design.v

```verilog
module UART_RX #(parameter clocks_per_pulse = 4,
                           bits_per_word = 8,
                           w_out = 16)
                (input logic rx,clk,rstn,
                output logic m_valid,
                output logic [w_out-1:0] m_data);
                localparam NUM_WORDS = w_out/bits_per_word;
                enum {IDLE, START, DATA, END} state;
                logic [$clog2(clocks_per_pulse) -1:0] c_clocks;
                logic [$clog2(bits_per_word) -1:0] c_bits ;
                logic [$clog2(NUM_WORDS) -1:0] c_words ;
                always_ff @(posedge clk or negedge rstn) begin
                    if (!rstn) begin
                        {c_bits,c_clocks,c_words,m_valid,m_data} = '0;
                        state <= IDLE;
                        end
                    else begin
                        m_valid <= 0;
                        case (state)
                        IDLE:begin
                            if(rx==0)begin
                                state <= START;
                            end
                        end
                        START:begin
                            if (c_clocks == clocks_per_pulse/2-1)begin
                                state <= DATA;
                                c_clocks <= 0;
                                end
                            else begin
                                c_clocks <= c_clocks + 1;
                            end
                        end
                        DATA:begin
                            if (c_clocks == clocks_per_pulse-1)begin
                                c_clocks <= 0;
                                m_data <= {rx, m_data[w_out -1:1]};
                                if (c_bits == bits_per_word-1)begin
                                    c_bits <= 0;
                                    state <= END;
                                    if (c_words == NUM_WORDS-1)begin
                                        c_words <= 0;
                                        m_valid <= 1;
                                    end else c_words <= c_words+ 1;
                                end else c_bits <= c_bits + 1;
                            end else c_clocks <= c_clocks+1;
                            end
                        END: if(c_clocks == clocks_per_pulse-1)begin
                            state <= IDLE;
                            c_clocks <= 0;
                        end
                        else begin 
                            c_clocks <= c_clocks + 1;
                        end
                        endcase
                    end
                end
        endmodule
```

## ./run.sh

```bash
#!/bin/bash
# OpenROAD 26Q1-2900-gdf79404cd8, Yosys 0.63+post, stock flow scripts
make -C /OpenROAD-flow-scripts/flow DESIGN_CONFIG=/design/flow/config.mk WORK_HOME=/design/flow/orfs finish
```

==> Slide: Implementation Results <==
Key Metrics from the Run

Run status
  • Status: finished clean

Placed design
  • Detail Placement HPWL: ~1500 microns
  • Buffers on Ports: 19
  • Routability cong.: around 0.77

Clock tree
  • Max clock buf depth: 2
  • Worst-path clk slew: approximately 0.090 ns
  • CTS resizes: 0
  • TritonCTS clock tree: done
  • CTS HTree Levels: 1
  • Latency at later pin: roughly 0.27 ns
  • Clock Sinks: 27
  • Hold_buf cts: 0
  • CTS root buf: clkbuf_8
  • Num CTS Buffers: 3
  • Post-CTS Setup Repair Bufs: 0

Global routing
  • Largest net degree at the start of global routing: 28
  • First-pass GRT wire length: 3400 microns
  • Initial antenna violation count: 0
  • Total grt overflow: 0
  • GRT Util Overall: 0.0415
  • Vias in the first global route: ~670

Route
  • Via count: ~650
  • Antenna cells: 0
  • DRT Pass-1 Iters: 3
  • Vias per inst: 3.70
  • Met1 WL: 886 microns
  • DRT antenna net count: 0
  • 1st-iter DRT viols: 30
  • Routed length per instance: about 11 microns
  • Routed length on met2: between 800 and 900 microns
  • WL met3: just under 200 microns
  • Final WL: between 1500 and 2000 microns
  • DRC: 0
  • Uppermost routed layer: met4

Setup path
  • Worst setup EP type: register
  • Delay-heaviest family, CP: flip-flops
  • CP peak stage delay: between 0.4 and 0.5 ns
  • Setup CP Type: reg -> reg
  • Worst Setup SP: c_clocks[0]
  • CP arrival: 1.79 ns
  • CP max-delay cell: dfrtp_1
  • Req. time, crit path: approximately 2.1 ns
  • Crit start category: register
  • Worst-path cell chain: ha_1 -> nand2_2 -> buf_12 -> mux2_4
  • Crit Path Max Fanout: 12
  • Buffers & Inverters on Critical Path: 1
  • R2R setup slack: around 0.28 ns
  • R2r startpoint: c_clocks[0]

Finish
  • Synthesis-to-finish area growth: 28.9%
  • Layout cells sized above 1: 0.260
  • Most instantiated logic cells after routing: dfrtp_1, clkdlybuf4s50_1, mux2_4
  • Commonest Layout Cell: dfrtp_1

Logic synthesis
  • Post-synthesis cell count: just under 80
  • Post-synth area from yosys stat: 1170 sq um
  • Yosys cell types: 19
  • Seq/Total Area, Yosys: 0.579
  • Mapped Avg Cell Area: about 15 sq um
  • Synth Warn #: 1
  • Mapped cell area: 1170 sq um
  • Cells in synth_stat.txt: approximately 77
  • #FFs+latches synth: 27

Floorplanning
  • Ports: 20
  • Total Die Area: 9600 sq um
  • Core area: between 5000 and 6000 sq um
  • Row count: 28
  • Die y size: between 90 and 100 microns
  • Floorplan utilization: 0.197
  • Die Width: 98 microns

Min path
  • Worst min path class: in -> async

Power and ir drop
  • Cell area power density: 1260 nW/um^2
  • Total power draw: around 1.9 mW
  • Max VDD drop: between 0.0004 and 0.0005 V
  • Leakage: just over 0.7 nW

Final timing
  • Hold slack: ~0.47 ns
  • Slew Limit Fails: 0
  • RSZ-0062 raised after global routing: false
  • Worst-margin pin slew: approximately 0.34 ns
  • Tcrit/Tclk final: 0.854
  • Worst Skew: 0.00715 ns
  • Fmax: 616 MHz
  • Setup TNS: 0 ns
  • Slew headroom: 0.770
  • Min cycle time layout: 1.62 ns
  • Final setup fails: 0
  • Fin. Hold Viols: 0

Flow run
  • Stage-log warning count: 27
  • Max_cap viols: 0
[worst reg2reg max path: stages (launching register included)]
cell     delay, ns
dfrtp_1       0.43
ha_1          0.29
nand2_2       0.31
buf_12        0.20
mux2_4        0.30
[Yosys cell counts, drive strengths merged]
cell	instances	area, sq um
dfrtp	26	651
mux2	18	263
ha	5	62.6
inv	5	18.8
o21ai	4	20.0
nand2	3	13.8
a22o	2	17.5
buf	2	22.5
mux2i	2	20.0
nand2b	2	12.5
nor2	2	7.51
a21o	1	7.51
dfstp	1	26.3
nand3	1	5.00
nand3b	1	7.51
nor3	1	5.00
xnor2	1	8.76
[area by class of cell]
| class | count | area [sq um] |
|---|---|---|
| Fill cell | 590 | 4410 |
| Sequential cell | 27 | 677 |
| Multi-Input combinational cell | 43 | 450 |
| Timing Repair Buffer | 21 | 218 |
| Tap cell | 75 | 93.8 |
| Clock buffer | 3 | 41.3 |
| Inverter | 5 | 18.8 |
| Clock inverter | 1 | 7.51 |
[metal layers]
metal  vias up  GRT usage
met2        15     0.0640
met3         2     0.0220
met1       319     0.0525
li1        311          -
met5         -          0
met4         0    0.00336
[path summary, 6_finish.rpt]
path	endpoint	cells past startpoint
max in group asynchronous	state[0]	2
min	m_data[0]	2
max reg2reg	m_data[0]	4
max	m_data[0]	4
min in group clk0	c_words	1
min reg2reg	c_words	1
[power breakdown]
part           switching [mW]  leakage [nW]  total [mW]  internal [mW]
Clock                   0.175        0.0217       0.324          0.149
Sequential              0.137         0.338       0.872          0.736
Combinational           0.207         0.359       0.704          0.497
Total                   0.519         0.720        1.90           1.38
[metrics by stage]
step	area [sq um]	setup slack (ns)	util	std cells
detailed placement	1460	0.272	0.246	171
global placement	1460	0.333	0.246	171
global route	1510	0.205	0.254	175
CTS	1510	0.272	0.254	175
finish	1510	0.277	0.254	175
floorplan	1170	0.547	-	77
[registers in the layout (all words and copies together), names as in the netlist]
signal and flops:
c_words 1, m_data 16, c_clocks 2, c_bits 3
state 4, m_valid 1
[cells by family (layout without fill, tap and decap cells)]
kind of cell,count (synthesis),after routing,synth area share
simple gates,10,10,0.0439
flops,27,27,0.579
buf+inv,7,30,0.0353
fa+ha+maj,5,5,0.0535
mux,20,20,0.242
xor+xnor,1,1,0.00750
compound gates,7,7,0.0385
Power is estimated from default activity; no workload was simulated.
